$ cat flow/config.mk
export PLATFORM = sky130hd
export DESIGN_NAME = s_box
export DESIGN_NICKNAME = s_box
export VERILOG_FILES = /design/flow/design.v
export SDC_FILE = /design/flow/constraint.sdc
export NUM_CORES = 4
export LEC_CHECK = 1
export CORE_UTILIZATION = 30
$ cat flow/constraint.sdc
current_design s_box

set clk_period 8.6
set clk_io_pct 0.2

create_clock -name clk0 -period $clk_period

set non_clock_inputs [all_inputs -no_clocks]
set_input_delay [expr $clk_period * $clk_io_pct] -clock clk0 $non_clock_inputs
set_output_delay [expr $clk_period * $clk_io_pct] -clock clk0 [all_outputs]
$ cat flow/design.v
module s_box(in,out);
input [7:0]in;
output [7:0]out;
wire [7:0]t2,t3,t5,t6;
wire [3:0]p,p1,p2,p21,q,q1,q2,x,y,t4;
wire [1:0]a,a1,a2,b,b1,b2,c,c1,d,d1,f,f1,f2,f3,g,g1,h,h1,h2,e,e1,e2,i,i1,i2,j,j1,j2,j3,m,m1,l,l1,l2;
	assign	t2[7]=in[7]^in[5];
	assign	t2[6]=in[7]^in[6]^in[4]^in[3]^in[2]^in[1];
	assign	t2[5]=in[7]^in[5]^in[3]^in[2];
	assign	t2[4]=in[7]^in[5]^in[3]^in[2]^in[1];
	assign	t2[3]=in[7]^in[6]^in[2]^in[1];
	assign	t2[2]=in[7]^in[4]^in[3]^in[2]^in[1];
	assign	t2[1]=in[6]^in[4]^in[1];
	assign	t2[0]=in[6]^in[1]^in[0];
	assign	p=t2[7:4];     
	assign	q=t2[3:0];     
	assign	q1=p^q;     
	assign	p1[3]=p[3];      
	assign	p1[2]=p[3]^p[2];
	assign	p1[1]=p[2]^p[1];
	assign	p1[0]=p[3]^p[1]^p[0];     
	assign p2[3]=p1[2]^p1[0];
	assign	p2[2]=p1[3]^p1[2]^p1[1]^p1[0];
	assign	p2[1]=p1[3];
	assign	p2[0]=p1[2];    
	assign	a=q1[3:2];
	assign	b=q1[1:0];
	assign	c=q[3:2];
	assign	d=q[1:0];
	assign	a1[1]=(a[1]^a[0])&(c[1]^c[0])^(a[0]&c[0]);
	assign	a1[0]=(a[1]&c[1])^(a[0]&c[0]);
	assign	a2[1]=a1[1]^a1[0];
	assign	a2[0]=a1[1];
	assign	b1=a^b;
	assign	c1=c^d;
	assign	b2[1]=(b1[1]^b1[0])&(c1[1]^c1[0])^(b1[0]&c1[0]);
	assign	b2[0]=(b1[1]&c1[1])^(b1[0]&c1[0]);
	assign	d1[1]=(b[1]^b[0])&(d[1]^d[0])^(b[0]&d[0]);
	assign	d1[0]=(b[1]&d[1])^(b[0]&d[0]);
	assign	p21=p2;
	assign	q2[3:2]=b2^d1;
	assign	q2[1:0]=a2^d1;
	assign	t3=p21^q2;                         
	assign	t4[3]=t3[3]^t3[3]&t3[2]&t3[1]^t3[3]&t3[0]^t3[2];
	assign	t4[2]=t3[3]&t3[2]&t3[1]^t3[3]&t3[2]&t3[0]^t3[3]&t3[0]^t3[2]^t3[2]&t3[1];
	assign	t4[1]=t3[3]^t3[3]&t3[2]&t3[1]^t3[3]&t3[1]&t3[0]^t3[2]^t3[2]&t3[0]^t3[1];
	assign	t4[0]=t3[3]&t3[2]&t3[1]^t3[3]&t3[2]&t3[0]^t3[3]&t3[1]^t3[3]&t3[1]&t3[0]^t3[3]&t3[0]^t3[2]^t3[2]&t3[1]^t3[2]&t3[1]&t3[0]^t3[1]^t3[0];
	assign	e=p[3:2];
	assign	f=p[1:0];
	assign	g=t4[3:2];
	assign	h=t4[1:0];
	assign	e1[1]=(e[1]^e[0])&(g[1]^g[0])^(e[0]&g[0]);
	assign	e1[0]=(e[1]&g[1])^(e[0]&g[0]);
	assign	e2[1]=e1[1]^e1[0];
	assign	e2[0]=e1[1];
	assign	f1=e^f;
	assign	g1=g^h;
	assign	f2[1]=(f1[1]^f1[0])&(g1[1]^g1[0])^(f1[0]&g1[0]);
	assign	f2[0]=(f1[1]&g1[1])^(f1[0]&g1[0]);
	assign	h1[1]=(f[1]^f[0])&(h[1]^h[0])^(f[0]&h[0]);
	assign	h1[0]=(f[1]&h[1])^(f[0]&h[0]);
	assign	f3=f2^h1;
	assign	h2=e2^h1;
	assign	x[3:2]=f3;
	assign	x[1:0]=h2;
	assign	i=t4[3:2];
	assign	j=t4[1:0];
	assign	m=q1[3:2];
	assign	l=q1[1:0];
	assign	i1[1]=(i[1]^i[0])&(m[1]^m[0])^(i[0]&m[0]);
	assign	i1[0]=(i[1]&m[1])^(i[0]&m[0]);
	assign	i2[1]=i1[1]^i1[0];
	assign	i2[0]=i1[1];
	assign	j1=i^j;
	assign	m1=m^l;
	assign	j2[1]=(j1[1]^j1[0])&(m1[1]^m1[0])^(j1[0]&m1[0]);
	assign	j2[0]=(j1[1]&m1[1])^(j1[0]&m1[0]);
	assign	l1[1]=(j[1]^j[0])&(l[1]^l[0])^(j[0]&l[0]);
	assign	l1[0]=(j[1]&l[1])^(j[0]&l[0]);
	assign	j3=j2^l1;
	assign	l2=i2^l1;
	assign	y[3:2]=j3;
	assign	y[1:0]=l2;
	assign	t5[7:4]=x;
	assign	t5[3:0]=y;
	assign	t6[7]=t5[7]^t5[6]^t5[5]^t5[1];
	assign	t6[6]=t5[6]^t5[2];
	assign	t6[5]=t5[6]^t5[5]^t5[1];
	assign	t6[4]=t5[6]^t5[5]^t5[4]^t5[2]^t5[1];
	assign	t6[3]=t5[5]^t5[4]^t5[3]^t5[2]^t5[1];
	assign	t6[2]=t5[7]^t5[4]^t5[3]^t5[2]^t5[1];
	assign	t6[1]=t5[5]^t5[4];
	assign	t6[0]=t5[6]^t5[5]^t5[4]^t5[2]^t5[0];
	assign  out[7]=t6[7]^t6[6]^t6[5]^t6[4]^t6[3];
	assign	out[6]=t6[6]^t6[5]^t6[4]^t6[3]^t6[2]^1'b1;
	assign	out[5]=t6[5]^t6[4]^t6[3]^t6[2]^t6[1]^1'b1;
	assign	out[4]=t6[4]^t6[3]^t6[2]^t6[1]^t6[0];
	assign	out[3]=t6[7]^t6[3]^t6[2]^t6[1]^t6[0];
	assign	out[2]=t6[7]^t6[6]^t6[2]^t6[1]^t6[0];
	assign	out[1]=t6[7]^t6[6]^t6[5]^t6[1]^t6[0]^1'b1;
	assign	out[0]=t6[7]^t6[6]^t6[5]^t6[4]^t6[0]^1'b1;
	endmodule
$ cat flow/run.sh
#!/bin/bash
# OpenROAD 26Q1-2900-gdf79404cd8, Yosys 0.63+post, stock flow scripts
make -C /OpenROAD-flow-scripts/flow DESIGN_CONFIG=/design/flow/config.mk WORK_HOME=/design/flow/orfs finish
==> git commit body <==
Add synthesis and place-and-route results

* Post-synthesis instance area: 1910 sq um
* Tally of yosys warning messages: 0
- Library cells used by synthesis: 55
- Entering global routing, the biggest net connects 18 pins.
* Data arrival time at the worst-slack endpoint: 6.58 ns
- Initial Util: 31.7%
- The tool warning count for the run is 33.
- Time the final worst path needs with I/O delays and setup: 8.30 ns
- Storage element area: 0 sq um
- In the final report, the number of endpoints failing setup comes to 0.
- Grt ovf: 0
- Critical Path Fanout Max: 8
* DRT antenna net count: 0
- Per the Yosys statistics, synthesis produced 246 cells.
- Mux frac, synth: 2.16%
* Worst endpoint required time: 6.88 ns
* Total vias in the final route: 2048
- Dividing the synthesized area by the synthesized cell count gives 7.78 sq um.
- The total area inside the core boundary comes to 6030 sq um.
- PortBufs: 16
- For reference, the final report shows the max-slew violation count at 0.
* Startpoint of the worst hold path: in[2]
- Worst Hold Margin: 4.95 ns
- DRC violations left: 0
- Number of diodes: 0
* Final setup margin: 0.301 ns
- The initial antenna violation count was 0.
- Layout cells sized above 1: 34.7%
* Path type of the worst setup path: input port to output pin
- Slew HR: 69.9%
- Per the detail_route report, routed wire per instance is 15.4 microns.
- Count of sequential standard cells: 0
- Number of max-cap violations: 0
- Layout Area Growth over Synthesis: 36.1%
- Total die size: 6700 sq um
- Post-synthesis adder-cell area fraction: 2.62%
* Class of the worst hold path: input port to output pin
- Number of global-route vias before repair: 1707
- Worst-Margin Slew: 0.448 ns
* Die boundary width: 81.9 microns
- Count of TritonRoute iterations in the first routing pass: 5
* Area fraction in and, or, nand and nor cells: 16.8%
* Count of pins on the block boundary: 16
- Setup repair after global routing missed its margin: false
* Sum of routed wire length over all layers: 5650 microns
* Hold Path Sink: out[5]
- The final critical path takes up 96.5% of the cycle.
- Counting every instance in the synthesized netlist gives 246.
* Clock buf count: 0
- Hold Path Stages: 8
- Sequential fraction of the synthesis area: 0%
- According to the dpl log, the detail-placed design has an HPWL of 4360 microns.
* Critical Path End Type: output pin
* Largest non-sequential cell family by area: XOR/XNOR gates
* Minimum setup slack after placement: -0.0327 ns
- Number of DRC markers in iteration 0: 210
* Tot GR Track Use: 17.0%
- Count of endpoints failing hold in the final timing report: 0
- The die is 81.9 microns tall.
- The flow ran to the end, and the final reports show no timing, DRC or antenna violations.
- Type of element launching the critical path: input port
- Of the total synthesized cell area, the portion taken by AND-OR and OR-AND cells is 29.9%.
- Via-per-instance ratio: 5.60
- Per the synthesis report, the XOR/XNOR share of the synthesized area is 40.8%.
- Post-synthesis chip area from yosys: 1910 sq um
- Placement row count: 28
- Per the gpl log, the routability congestion estimate is 0.997.
* Max Clock Freq: 120 MHz
- The first global-routing pass estimated 8650 microns of wire.
- The post-CTS hold buffer count recorded in the log is 0.
==> worst max-delay path by stage <==
stage	start	to	slack, ns	depth (start not counted)
after CTS	in[5]	out[2]	-0.005	23
after global routing	in[7]	out[2]	0.01	20
final	in[5]	out[2]	0.30	22
==> cells by family (layout without fill, tap and decap cells) <==
| kind of cell | Yosys count | after routing |
|---|---|---|
| xor gates and xnor gates | 64 | 64 |
| adders and majority gates | 4 | 4 |
| and+or+nand+nor | 68 | 68 |
| muxes | 4 | 4 |
| AOI/OAI and AO/OA | 77 | 77 |
| buffers and inverters | 29 | 74 |
==> layout by cell type (no fill, tap or decap), types with 6 or more instances in the layout <==
cell type	instances
xor2_1	14
nor3_1	11
xnor2_2	11
nor2_1	17
a21oi_1	15
xnor2_1	23
o21ai_0	10
inv_1	6
clkdlybuf4s50_1	15
buf_4	49
nand2_1	16
nor4_1	6
==> through the flow <==
| step | area [sq um] | utilization (%) | instances | setup TNS, ns |
|---|---|---|---|---|
| after global placement | 2340 | 38.8 | 354 | -0.0426 |
| after floorplan | 1910 | - | 246 | 0 |
| after global routing | 2600 | 43.2 | 366 | 0 |
| after CTS | 2350 | 39.0 | 354 | -0.00474 |
| final | 2600 | 43.2 | 366 | 0 |
| after detailed placement | 2340 | 38.8 | 354 | -0.0327 |
==> worst max-delay path, cell delays in order <==
cell and delay, ns:
clkdlybuf4s50_1 0.54, xor2_2 0.18, inv_2 0.07, xnor2_2 0.18, inv_1 0.11, xnor2_2 0.17
inv_1 0.13, ha_4 0.28, xnor2_1 0.14, nor2_2 0.16, xnor3_2 0.30, o21a_1 0.17
or2_4 0.31, buf_4 0.17, a21oi_1 0.17, a31oi_2 0.08, a211o_1 0.32, a21oi_2 0.17
xnor2_2 0.15, xnor3_1 0.42, xor2_1 0.14, clkdlybuf4s50_1 0.47
==> metal layers <==
layer	track usage (%)	vias up	part of all wire, %
met4	0.702	0	0.74
met1	26.0	954	48
met5	0	-	0
met3	2.14	8	7.9
met2	26.6	92	43
li1	-	994	-
==> cell usage after synthesis, drive strengths merged <==
library cell,n,share of area [%]
a2111oi,2,2.2
o311ai,2,0.92
o22a,1,0.92
xnor3,5,6.0
inv,7,1.4
xnor2,37,21
a221oi,3,1.7
a31oi,5,1.6
o221a,1,0.59
or3,2,0.65
a32o,1,0.52
o2111ai,2,0.92
o21a,1,0.39
o22ai,5,2.3
nand2b,1,0.33
o211ai,3,1.2
a21o,1,0.39
o31ai,2,0.78
xor2,20,11
a32oi,4,1.8
o221ai,1,0.46
a211o,3,1.4
mux2,1,0.59
a22oi,4,1.6
or2,1,0.33
nand3,6,1.8
nor3,13,3.7
o21ai,16,4.2
nand2,17,3.3
mux2i,3,1.6
xor3,2,2.5
o211a,1,0.52
o311a,2,1.0
a21oi,17,4.4
and3,1,0.33
nor4,6,2.0
clkbuf,7,1.4
nor2,21,4.4
buf,15,5.0
ha,4,2.6
==> area by class of cell <==
class              count  area [sq um]
fillers              582          3420
multi-input cells    217          1930
repair buffers        67           553
well taps             75          93.8
inverters              7          26.3
==> repair_timing <==
item,CTS,global route
setup buffers,0,12
pin swaps,0,10
resized,4,31
setup endpoints to repair,4,7

===== ./design.v =====
module lfsr_16(out,enable,clk,reset);
output [3:0] out;
reg [3:0] d0,d1,d2,d3,d4,d5,d6,d7,d8,d9,d10,d11,d12,d13,d14,d15;
integer i;
assign out=d15;
assign out1=d5; 
input enable, clk, reset;
wire feedback;
assign feedback =d2^d3;
always @(posedge clk)
if (reset) 
begin 
  d0 <= 4'hD; 
  d1 <= 4'hA;
  d2 <= 4'h2;
  d3 <= 4'h1;
  d4 <= 4'h4;
  d5 <= 4'h5;
  d6 <= 4'hB;
  d7 <= 4'hA;
  d8 <= 4'h2;
  d9 <= 4'h1; 
  d10 <= 4'hC;
  d11 <= 4'hE;
  d12 <= 4'h2;
  d13 <= 4'h5;
  d14 <= 4'h6;
  d15 <= 4'hA;
end
else if (enable)
begin
  d15<=d14;
  d14<=d13;
  d13<=d12;
  d12<=d11;
  d11<=d10;
  d10<=d9;
  d9<=d8;
  d8<=d7;
  d7<=d6;
  d6<=d5;
  d5<=d4;
  d4<=d3;  
  d3<=d2;
  d2<=d1;
  d1<=d0;
  d0<=feedback; 
end
endmodule 

===== ./constraint.sdc =====
current_design lfsr_16

set clk_period 1.5
set clk_io_pct 0.2

create_clock -name clk0 -period $clk_period [get_ports {clk}]

set non_clock_inputs [all_inputs -no_clocks]
set_input_delay [expr $clk_period * $clk_io_pct] -clock clk0 $non_clock_inputs
set_output_delay [expr $clk_period * $clk_io_pct] -clock clk0 [all_outputs]

===== ./run.sh =====
#!/bin/bash
# OpenROAD 26Q1-2900-gdf79404cd8, Yosys 0.63+post, stock flow scripts
make -C /OpenROAD-flow-scripts/flow DESIGN_CONFIG=/design/flow/config.mk WORK_HOME=/design/flow/orfs finish

===== ./config.mk =====
export PLATFORM = sky130hd
export DESIGN_NAME = lfsr_16
export DESIGN_NICKNAME = lfsr_16
export VERILOG_FILES = /design/flow/design.v
export SDC_FILE = /design/flow/constraint.sdc
export NUM_CORES = 4
export LEC_CHECK = 1
export CORE_UTILIZATION = 30

==> out/results.tsv <==
stage	metric	value	unit
outcome	status	completed	
grt	vias in the first global route	1054	
worst_setup_path	CP Capture Type	output port	
worst_setup_path	critical path depth	1	
clocking	total CTS buffers	9	
worst_setup_path	Worst EP arrival	1100	ps
worst_setup_path	kind of critical path	reg2out	
finish	P&R area growth vs syn	14.51	%
worst_setup_path	crit start category	flop	
clocking	hold-fix buffers at CTS	0	
grt	GRT Total Usage	0.08657	
sta	worst hold slack	436.3	ps
worst_setup_path	R2R depth	2	
sta	Final period util	0.9365	
pwr	Tot Pwr	3.122	mW
worst_setup_path	Critical Path Max Stage Delay	460	ps
sta	Clock Skew	5.269	ps
route	Via density	4.342	
route	Post-Route WL	2.810	mm
pwr	Pint	2.443	mW
synth	synthesized area per cell	10.90	µm²
worst_setup_path	CP max-delay cell	clkdlybuf4s50_1	
pwr	sequential power share	0.531	
clocking	H-tree depth	3	
sta	RSZ-0062 raised after global routing	false	
synth	Cell Type Count	15	
pwr	worst ir drop on vdd	0.5407	mV
die	placement row count	29	
synth	Seq share, synth	0.5630	
clocking	clock slew seen by the registers of the worst setup and hold paths	60	ps
synth	Cells after Synth	186	
die	Die Span Y	84.20	µm
finish	share of post-route cells with drive strength above 1	0.09596	
synth	Mapped Area	2027	µm²
sta	total negative slack	0	ps
route	n_diodes	0	
worst_setup_path	CP Max Fanout	2	
pwr	switching portion of total power	0.2177	
synth	Flops after synth	57	
min_path	Hold Crit Class	in2reg	
place	HPWL Detailed	1.623	mm
clocking	Latency at later pin	320	ps
pwr	Pleak	1.058	nW
route	drt drc	0	
pwr	Logic pwr share	0.075	
min_path	Hold Path Depth	4	
die	Die ar.	7089	µm²
worst_setup_path	Critical Path RT	1200	ps
clocking	Post-CTS Resized	0	
pwr	NetSw	0.6797	mW
clocking	CTS Root Cell	clkbuf_8	
die	IO Count	7	
route	Routed Antenna Nets	0	
synth	YS chip area	2027	µm²
route	via count	1194	
place	port bufs	6	
synth	yosys cell count	186	
die	CORE AREA	6422	µm²
pwr	PwrDens	1345	nW/µm²
grt	aggregate global routing overflow	0	
place	routability cong.	0.6803	
worst_setup_path	CP top delay family	buffers and inverters	
sta	Worst Tran Pin Value	335.5	ps
sta	Final Hold Fails	0	
clocking	CTS Buffer Depth	2	
die	DIE WIDTH	84.20	µm
clocking	Setup Fix Bufs, Post-CTS	0	
sta	Final min period	1405	ps
finish	Fill cells	634	
synth	synth warn	2	
route	number of DRC markers in iteration 0	72	
sta	Rel. slew slack	0.7764	
pwr	clock power share	0.393	
route	drt wl/cell	10.22	µm
flow_run	Max Cap Viol	0	
clocking	CTS tree	built	
grt	largest net degree at the start of global routing	52	
worst_setup_path	crit path cell chain	clkdlybuf4s50_1	
worst_setup_path	number of buffers and inverters on the critical path	1	
sta	max-slew violations	0	
route	Initial DRT Pass Iterations	21	
clocking	CTS sink count	57	
grt	first-pass GRT wire length	4.919	mm
grt	antenna violations before repair	0	
die	Starting Density	0.3156	
sta	achievable clock frequency	711.9	MHz
flow_run	Tool Warnings	25	
sta	setup violators final	0	
[sequential cells by signal, summed over array words and instances, names as in the netlist]
register	flops
d1	3
d11	4
d5	4
d12	4
d13	4
d14	4
d9	4
d4	3
d2	3
d3	3
d7	4
d15	4
d6	4
d8	4
d0	1
d10	4
[per-layer routing]
layer,global-route usage,share of wire
met2,0.1252,0.41
met3,0.03586,0.044
met1,0.1278,0.53
met5,0,0
met4,0.01411,0.014
[power groups by stage]
stage | sequential [mW] | combinational, mW | clock [mW]
4_1_cts | 1.66 | 0.240 | 1.28
5_1_grt | 1.67 | 0.263 | 1.36
6_report | 1.66 | 0.236 | 1.23
[final timing paths]
kind                       startpoint                   to  slack [ps]
hold reg to reg   d15[3]$_SDFFE_PP1P_  d15[3]$_SDFFE_PP1P_         470
hold / removal                 enable  d10[2]$_SDFFE_PP1P_         440
setup reg to reg   d3[0]$_SDFFE_PP1P_   d0[0]$_SDFFE_PP1P_         780
setup / recovery  d15[2]$_SDFFE_PP0P_               out[2]         100
[final cells by class]
| class | count | area (µm²) | share of cell area |
|---|---|---|---|
| Sequential cell | 57 | 1141 | 0.4916 |
| Multi-Input combinational cell | 114 | 782.0 | 0.3369 |
| Clock buffer | 13 | 168.9 | 0.07278 |
| Timing Repair Buffer | 12 | 125.1 | 0.05391 |
| Tap cell | 77 | 96.34 | 0.04151 |
| Inverter | 2 | 7.507 | 0.003234 |
[layout by cell type (no fill, tap or decap)]
cell              n
dfxtp_1          57
mux2i_1          55
nor2_1           31
nand2_1          24
clkbuf_8         12
clkdlybuf4s50_1   5
buf_4             4
buf_12            2
clkinv_1          1
xnor2_1           1
nor3_1            1
a31oi_1           1
inv_1             1
o21ai_0           1
clkbuf_1          1
buf_2             1
[kinds of logic (layout without fill, tap and decap cells)]
logic type,Yosys count,in the layout,synth area share
AOI/OAI and AO/OA,2,2,0.005555
xor gates and xnor gates,1,1,0.004322
buffers and inverters,15,27,0.05122
DFF,57,57,0.5630
muxes,55,55,0.2716
and+or+nand+nor,56,56,0.1043
[per-stage QoR]
stage	cell area (µm²)	worst slack [ps]	instances	util
global route	2321	36.40	275	0.3614
floorplan	2027	462.1	186	-
global placement	2152	159.1	262	0.3351
CTS	2321	66.85	275	0.3614
finish	2321	95.22	275	0.3614
detailed placement	2152	138.3	262	0.3351
[cells in the mapped netlist]
cell,instances,share of area
a31oi_1,1,0.0031
buf_2,2,0.0049
buf_4,3,0.011
buf_6,3,0.017
buf_8,1,0.0074
clkbuf_1,4,0.0074
clkinv_1,1,0.0019
dfxtp_1,57,0.56
inv_1,1,0.0019
mux2i_1,55,0.27
nand2_1,24,0.044
nor2_1,31,0.057
nor3_1,1,0.0025
o21ai_0,1,0.0025
xnor2_1,1,0.0043
Power and IR drop assume default switching activity.
